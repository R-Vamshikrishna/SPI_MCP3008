**design/flow/run.sh**
```bash
#!/bin/bash
# OpenROAD 26Q1-2900-gdf79404cd8, Yosys 0.63+post, stock flow scripts
make -C /OpenROAD-flow-scripts/flow DESIGN_CONFIG=/design/flow/config.mk WORK_HOME=/design/flow/orfs finish
```
**design/flow/config.mk**
```make
export PLATFORM = sky130hd
export DESIGN_NAME = MCP3008_SPI
export DESIGN_NICKNAME = MCP3008_SPI
export VERILOG_FILES = /design/flow/design.v
export SDC_FILE = /design/flow/constraint.sdc
export NUM_CORES = 4
export LEC_CHECK = 1
export CORE_UTILIZATION = 50
```
**design/flow/constraint.sdc**
```tcl
current_design MCP3008_SPI

set clk_period 5.1
set clk_io_pct 0.2

create_clock -name clk0 -period $clk_period [get_ports {clk}]

set non_clock_inputs [all_inputs -no_clocks]
set_input_delay [expr $clk_period * $clk_io_pct] -clock clk0 $non_clock_inputs
set_output_delay [expr $clk_period * $clk_io_pct] -clock clk0 [all_outputs]
```
**design/flow/design.v**
```verilog
`timescale 1ns/1ns
module MCP3008_SPI (
    input           clk,             
    input           rst,             
    input           start,           
    input   [2:0]   channel,         
    output reg [9:0] ADC_data,       
    output reg      data_valid,      
    input           MISO,            
    output reg      MOSI,            
    output          SCK,             
    output reg      CS               
);
    localparam S_IDLE          = 4'b0001;  
    localparam S_SEND_CMD      = 4'b0010;  
    localparam S_RECEIVE_DATA  = 4'b0100;  
    localparam S_FINISH        = 4'b1000;  
    localparam S_DONE          = 4'b1001;  
    reg [3:0] state = S_IDLE;
    reg [3:0] sck_divider_reg = 0;
    reg       sck_reg         = 0;
    wire      sck_rising_edge;
    wire      sck_falling_edge;
    assign SCK = sck_reg;
    assign sck_rising_edge  = (sck_divider_reg == 7);
    assign sck_falling_edge = (sck_divider_reg == 15);
    reg [4:0]  bit_counter  = 0;  
    reg [15:0] mosi_data    = 0;  
    reg [9:0]  miso_data    = 0;  
    reg [3:0]  done_counter = 0;  
    always @(posedge clk or posedge rst) begin
        if (rst) begin
            state           <= S_IDLE;
            CS              <= 1'b1;
            MOSI            <= 1'b0;
            sck_reg         <= 1'b0;
            data_valid      <= 1'b0;
            bit_counter     <= 0;
            sck_divider_reg <= 0;
            ADC_data        <= 0;
            done_counter    <= 0;
        end else begin
            data_valid <= 1'b0;
            case (state)
                S_IDLE: begin
                    CS              <= 1'b1;
                    sck_reg         <= 1'b0;
                    bit_counter     <= 0;
                    sck_divider_reg <= 0;
                    if (start) begin
                        mosi_data <= {1'b1, 1'b1, channel, 11'b0};
                        CS        <= 1'b0;  
                        state     <= S_SEND_CMD;
                    end
                end
                S_SEND_CMD: begin
                    sck_divider_reg <= sck_divider_reg + 1;
                    if (sck_falling_edge) begin
                        sck_reg   <= 1'b0;
                        MOSI      <= mosi_data[15];  
                        mosi_data <= mosi_data << 1;   
                    end
                    else if (sck_rising_edge) begin
                        sck_reg      <= 1'b1;
                        bit_counter  <= bit_counter + 1;
                    end
                    if (bit_counter == 6 && sck_rising_edge) begin
                        bit_counter <= 0;  
                        state       <= S_RECEIVE_DATA;
                    end
                end
                S_RECEIVE_DATA: begin
                    sck_divider_reg <= sck_divider_reg + 1;
                    if (sck_falling_edge) begin
                        sck_reg <= 1'b0;
                        MOSI    <= 1'b0;  
                    end
                    else if (sck_rising_edge) begin
                        sck_reg      <= 1'b1;
                        miso_data    <= {miso_data[8:0], MISO};  
                        bit_counter  <= bit_counter + 1;
                    end
                    if (bit_counter == 9 && sck_rising_edge) begin
                        state <= S_FINISH;
                    end
                end
                S_FINISH: begin
                    CS           <= 1'b1;
                    data_valid   <= 1'b1;
                    ADC_data     <= miso_data;  
                    done_counter <= 0;
                    state        <= S_DONE;
                end
                S_DONE: begin
                    CS           <= 1'b1;
                    sck_reg      <= 1'b0;
                    done_counter <= done_counter + 1;
                    if (done_counter == 13) begin
                        state <= S_IDLE;
                    end
                end
                default: begin
                    state <= S_IDLE;
                end
            endcase
        end
    end
endmodule
```
==> CHANGELOG.md <==
### Metrics

* Status: finished, final reports clean
* Critical R2R Capture: mosi_data[11]
* Hold bufs inserted after CTS at 0
* Synth Area in XOR/XNOR at 0.0110
* Worst slack at placement at 2.64 ns
* Maxcap violations at 0
* CP max stage delay at 0.53 ns
* Adder share at 0.0331
* Die area at 0.00481 mm2
* Root Driver: clkbuf_8
* Pins Over Slew Limit at 0
* Logic area at 938 um2
* Ant. Diodes at 0
* Synth flops at 46
* Area share of and/or/nand/nor cells after synthesis at 0.163
* ANT nets after route at 0
* Max clock buf depth at 2
* CP Launch Type: flop
* Chip Height at 69.4 um
* Share of cells above drive strength 1 at 0.160
* Final hold violation count at 0
* Critical path class: reg -> out
* Area growth syn-to-layout at 13.2%
* Dominant flop cell: dfrtp_1
* Biggest regs: ADC_data: 10 flops, miso_data: 10 flops
* Mean Syn Cell Area at 11.7 um2
* TritonCTS clock tree: yes
* Iteration tally of the first detailed-router pass at 4
* Worst R2R Start: state[1]
* Minimum clock period at 2.30 ns
* Netlist Area Pre-Place at 0.00227 mm2
* YS chip area at 0.00227 mm2
* # fillers at 359
* IO Count at 21
* Grt ovf at 0
* Cell Pwr Density at 238 mW/mm2
* CP Cell Sequence: clkdlybuf4s50_1
* H-tree levels at 2
* Number of remaining DRC errors at 0
* Post-synth ARST share at 0.674
* Cell count in the Yosys report at 194
* Post-CTS Setup Inserts at 0
* First-pass GRT wire length at 6730 um
* FP Rows at 24
* Mapped Cells at 194
* Vias per Instance at 5.71
* Core ar. at 0.00435 mm2
* Initial DRC count at 67
* WP depth at 1
* Post-synth EDFFs at 15
* Yosys cell types at 51
* Final wirelength at 3980 um
* Static leakage at 1.05 nW
* F_max at 435 MHz
* Initial antenna violation count at 0
* Synth Warn # at 1
* DPL Wire Length at 2700 um
* Worst skew pair latency at 0.29 ns
* Clock sink total at 46
* I/O Buffers at 20
* Clk slew on worst S/H paths at 0.08 ns
* Tcrit/Tclk final at 0.451
* All-Layer GR Usage at 0.181
* Register area at 0.00123 mm2
* Setup TNS at 0 ns
* HP Class: reg -> reg
* Delay-heaviest family, CP: flip-flops
* Main logic family: simple AND/OR/NAND/NOR gates
* Max VDD drop at 0.194 mV
* Routed vias at 1512
* Setup crit end kind: output port
* Slew @ Worst Pin at 0.580 ns
* Reg2reg path depth at 4
* Ao+oa area frac at 0.125
* Largest net degree at the start of global routing at 31
* Final worst-path setup slack at 2.80 ns
* Die X at 69.4 um
* FP Util at 0.521
* Crit path to: CS
* Number of buffers created by CTS at 5
* Mux area share at 0.0789
* Vias in the first global route at 1477
* CP Launch Point: CS
* Slew headroom at 0.613
* R2R Setup Slk at 2.96 ns
* Slowest CP cell: dfstp_2
* Req. time, crit path at 4.08 ns
* Sequential area share after synthesis at 0.542
* Routability cong. at 0.825
* CP bufs+invs at 1
* Unrepaired setup endpoints after global routing: no
* Clock skew at 0.00387 ns
* Log Warnings at 28
* Drt wl/cell at 15.0 um
* Setup violations, final at 0
* Largest fanout on the critical path at 2
* Gates resized, CTS repair at 0
* WP data arrival at 1.28 ns
per-layer routing:
layer,global-route usage,wire length [um]
met1,0.308,1960
met2,0.252,1750
met3,0.0487,245
met4,0.0363,20
met5,0,0
how the worst min path moves through the flow:
stage | start | endpoint | slack (ns) | cells after the start
finish | miso_data[5] | miso_data[6] | 0.46 | 0
global route | miso_data[5] | miso_data[6] | 0.48 | 0
CTS | miso_data[5] | miso_data[6] | 0.46 | 0
cell usage after synthesis (2+ instances only):
library cell   n  area [um2]
inv_1          8        30.0
nand2b_1       5        31.3
ha_1           6        75.1
buf_6          2        22.5
or3_1          5        31.3
mux2_2         3        33.8
nand2_1       18        67.6
nor3_1         3        15.0
nor2_1        10        37.5
and4bb_2       2        25.0
buf_2          4        20.0
edfxtp_1      15         450
nand4_1        4        25.0
buf_1          2        7.51
dfstp_2        2        52.6
nor2b_1        2        12.5
a311o_1        2        20.0
a21oi_1       17        85.1
nand3_1        6        30.0
o21ai_1        3        15.0
dfrtp_1       29         726
mux2_4         9         135
o21ai_0        6        30.0
o31ai_1        2        15.0
and3b_1        2        17.5
clkbuf_1       2        7.51
logic make-up after synthesis:
group,Yosys count
AND-OR/OR-AND,42
XOR/XNOR,2
adder cells (fa/ha/maj),6
buffers and inverters,19
flip-flops,46
multiplexers,13
AND/OR/NAND/NOR,66
power breakdown:
part	total [W]	switching, W	internal [W]
logic	0.0000109	0.00000583	0.00000506
clock network	0.000220	0.000124	0.0000963
registers	0.000380	0.000000218	0.000380
cell usage in the layout, fill, tap and decap left out, types with 4 or more instances in the layout:
cell type	instances
a21oi_1	17
o21ai_0	6
ha_1	6
inv_1	8
clkdlybuf4s50_1	20
nand3_1	6
clkbuf_8	5
mux2_4	9
dfrtp_1	29
nand2_1	18
nor2_1	10
edfxtp_1	15
nand2b_1	5
or3_1	5
nand4_1	4
per-stage QoR:
step           power (W)  cells  hold WS, ns   util  area, um2
5_1_grt         0.000635    265        0.479  0.590       2570
3_3_place_gp    0.000399    257        0.447  0.569       2480
2_1_floorplan   0.000392    194        0.427      -       2270
4_1_cts         0.000621    265        0.462  0.590       2570
3_5_place_dp    0.000400    257        0.445  0.569       2480
6_report        0.000611    265        0.459  0.590       2570
layout make-up:
cell class                 count  area share
sequential                    46       0.479
clock inverter                 3     0.00828
inverter                       8      0.0117
timing repair buffer          22      0.0838
clock buffer                   5      0.0268
tap                           52      0.0253
multi-input combinational    129       0.365
Power is estimated from default activity; no workload was simulated.
